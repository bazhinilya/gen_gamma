==> ./design.v <==
`timescale 1ns/1ps
module full_sum (
    input  logic a, b, p0,
    output logic q,
    output logic g, p
);
assign q = (a ^ b) ^ p0;
assign g = a * b;
assign p = a + b;
endmodule
`timescale 1ns/1ps
module register #(
    parameter SIZE = 8
) (
    input  logic clk, rst_n, set,
    input  logic [SIZE - 1 : 0] d,  
    output logic [SIZE - 1 : 0] q
);
always_ff @( posedge clk or negedge rst_n ) begin
    if (!rst_n) 
        q <= '0;
    else if (set) 
        q <= d;
    else 
        q <= q;
end
endmodule
`timescale 1ns/1ps
module subtractor (
    input  logic a0, a1, a2, a3, a4, a5, a6, a7, a8,
    input  logic b0, b1, b2, b3, b4, b5, b6, b7,
    output logic q0, q1, q2, q3, q4, q5, q6, q7
);
logic CARRY_IN;
logic g0, g1, g2, g3, g4, g5, g6, g7, g8;
logic p0, p1, p2, p3, p4, p5, p6, p7, p8;
logic q8;
assign CARRY_IN = 1;
assign c1 = g0 + 
            p0 * CARRY_IN;
assign c2 = g1 + 
            p1 * g0 + 
            p1 * p0 * CARRY_IN;
assign c3 = g2 + 
            p2 * g1 + 
            p2 * p1 * g0 + 
            p2 * p1 * p0 * CARRY_IN;
assign c4 = g3 + 
            p3 * g2 + 
            p3 * p2 * g1 + 
            p3 * p2 * p1 * g0 + 
            p3 * p2 * p1 * p0 * CARRY_IN;
assign c5 = g4 + 
            p4 * g3 + 
            p4 * p3 * g2 + 
            p4 * p3 * p2 * g1 + 
            p4 * p3 * p2 * p1 * g0 + 
            p4 * p3 * p2 * p1 * p0 * CARRY_IN;
assign c6 = g5 + 
            p5 * g4 + 
            p5 * p4 * g3 + 
            p5 * p4 * p3 * g2 + 
            p5 * p4 * p3 * p2 * g1 + 
            p5 * p4 * p3 * p2 * p1 * g0 + 
            p5 * p4 * p3 * p2 * p1 * p0 * CARRY_IN;
assign c7 = g6 + 
            p6 * g5 + 
            p6 * p5 * g4 + 
            p6 * p5 * p4 * g3 + 
            p6 * p5 * p4 * p3 * g2 + 
            p6 * p5 * p4 * p3 * p2 * g1 + 
            p6 * p5 * p4 * p3 * p2 * p1 * g0 + 
            p6 * p5 * p4 * p3 * p2 * p1 * p0 * CARRY_IN;
assign c8 = g7 + 
            p7 * g6 + 
            p7 * p6 * g5 + 
            p7 * p6 * p5 * g4 + 
            p7 * p6 * p5 * p4 * g3 + 
            p7 * p6 * p5 * p4 * p3 * g2 + 
            p7 * p6 * p5 * p4 * p3 * p2 * g1 + 
            p7 * p6 * p5 * p4 * p3 * p2 * p1 * g0 + 
            p7 * p6 * p5 * p4 * p3 * p2 * p1 * p0 * CARRY_IN;
full_sum dif0(.a(a0), .b(~b0), .p0(CARRY_IN), .q(q0), .g(g0), .p(p0));
full_sum dif1(.a(a1), .b(~b1), .p0(c1),       .q(q1), .g(g1), .p(p1));
full_sum dif2(.a(a2), .b(~b2), .p0(c2),       .q(q2), .g(g2), .p(p2));
full_sum dif3(.a(a3), .b(~b3), .p0(c3),       .q(q3), .g(g3), .p(p3));
full_sum dif4(.a(a4), .b(~b4), .p0(c4),       .q(q4), .g(g4), .p(p4));
full_sum dif5(.a(a5), .b(~b5), .p0(c5),       .q(q5), .g(g5), .p(p5));
full_sum dif6(.a(a6), .b(~b6), .p0(c6),       .q(q6), .g(g6), .p(p6));
full_sum dif7(.a(a7), .b(~b7), .p0(c7),       .q(q7), .g(g7), .p(p7));
full_sum dif8(.a(a8), .b(1),  .p0(c8),       .q(q8), .g(g8), .p(p8));
endmodule
module gen_gamma_decoder #(
    parameter SIZE = 8
) (
    input  logic clk, rst_n, set0, set1,
    input  logic [SIZE : 0]     md,
    input  logic [SIZE - 1 : 0] nk,
    output logic [SIZE - 1 : 0] od  
);
logic [24 : 0] w;
register #(SIZE + 1) saving_mix_data (
    .clk(clk), .rst_n(rst_n), .set(set0),
    .d(md),  
    .q(w[8 : 0])
);
register saving_noise_key (
    .clk(clk), .rst_n(rst_n), .set(set0),
    .d(nk),  
    .q(w[16 : 9])
);
subtractor difference_two_list (
    .a0(w[0]),  .a1(w[1]),  .a2(w[2]),  .a3(w[3]),  .a4(w[4]),  .a5(w[5]),  .a6(w[6]),  .a7(w[7]), .a8(w[8]),
    .b0(w[9]),  .b1(w[10]), .b2(w[11]), .b3(w[12]), .b4(w[13]), .b5(w[14]), .b6(w[15]), .b7(w[16]),
    .q0(w[17]), .q1(w[18]), .q2(w[19]), .q3(w[20]), .q4(w[21]), .q5(w[22]), .q6(w[23]), .q7(w[24])
);
register saving_original_data (
    .clk(clk), .rst_n(rst_n), .set(set1),
    .d(w[24 : 17]),  
    .q(od)
);
endmodule
==> ./run.sh <==
#!/bin/bash
# OpenROAD 26Q1-2900-gdf79404cd8, Yosys 0.63+post, stock flow scripts
make -C /OpenROAD-flow-scripts/flow DESIGN_CONFIG=/design/flow/config.mk WORK_HOME=/design/flow/orfs finish
==> ./config.mk <==
export PLATFORM = sky130hd
export DESIGN_NAME = gen_gamma_decoder
export DESIGN_NICKNAME = gen_gamma_decoder
export VERILOG_FILES = /design/flow/design.v
export SDC_FILE = /design/flow/constraint.sdc
export NUM_CORES = 4
export LEC_CHECK = 1
export CORE_AREA = 10 10 91 91
export DIE_AREA = 0 0 101 101
==> ./constraint.sdc <==
current_design gen_gamma_decoder

set clk_period 4.0
set clk_io_pct 0.2

create_clock -name clk0 -period $clk_period [get_ports {clk}]

set non_clock_inputs [all_inputs -no_clocks]
set_input_delay [expr $clk_period * $clk_io_pct] -clock clk0 $non_clock_inputs
set_output_delay [expr $clk_period * $clk_io_pct] -clock clk0 [all_outputs]
==> results_slide.txt <==
Flow Results at a Glance

Critical path
  • CP bufs+invs: 1
  • Crit path DRT: 4150 ps
  • Crit-path slowest cell: dfrtp_1
  • CP dominant cell by count: xnor2_1
  • Critical Path Stages: 8
  • Worst Path Arrival: 2220 ps
  • CP max FO: 2
  • Worst R2R Path Depth: 8
  • CP Cell Sequence: inv_1 -> ha_1 -> xor2_1 -> and4_4 -> xnor2_1 -> mux2i_1 -> xnor2_1 -> mux2_2
  • Largest delay share family, worst path: XOR/XNOR gates
  • Setup crit start kind: flip-flop
  • Max incr delay on CP: 350 ps
  • CP endpoint kind: flip-flop
  • CP Class: reg -> reg

Logic synthesis
  • Avg Inst Size Synth: 10.8 um2
  • Yosys Instances: 121
  • Synth area leader: dfrtp_1
  • Ys Warns: 11
  • Chip area in the Yosys report: 0.00130 mm2
  • Synthesized registers: 24
  • Seq share, synth: 46.2%
  • Area leader share: 46.2%
  • Cell Area, Synth: 0.00130 mm2
  • Post-Synthesis Cells: 121
  • Async SR Flop Fraction: 100%
  • Cell Type Count: 19
  • Primary FF master, synth: dfrtp_1
  • Top-count cell post-synth: dfrtp_1
  • Top cells, area: dfrtp_1 (46%), mux2_2 (10%), xnor2_1 (9.4%)
  • Synth cell count leaders: dfrtp_1 (24), nand2_1 (17), xnor2_1 (14)
  • Flip-flops with a built-in enable: 0

Placed design
  • Place WS: 1680 ps
  • Placed Cells: 222
  • DP Wirelength: 1960 um
  • Routability Congestion: 0.738
  • Port Buf Inserts: 27

GRT
  • Largest net degree at the start of global routing: 25
  • Remaining global-route overflow: 0
  • Global-route wire length before repair: 4150 um
  • Initial antenna violation count: 0
  • GRT Overall Usage: 4.83%
  • Vias in the first global route: 891

Final timing
  • Setup WS post-layout: 1930 ps
  • Period utilisation layout: 51.7%
  • Slew Viols, Final: 0
  • Hold Fails Final Rpt: 0
  • Setup violators final: 0
  • Fmax: 483 MHz
  • Slew HR: 48.2%
  • Slew @ Worst Pin: 775 ps
  • RSZ-0062 raised after global routing: false
  • Minimum clock period: 2070 ps
  • Clk_skew: 3.22 ps
  • Post-route setup TNS: 0 ps

Cells and area
  • Synthesis-to-layout area growth: 31.8%
  • Fillcell total: 641
  • Fin cells: 226
  • Layout cells sized above 1: 12.1%
  • Comb area: 652 um2
  • Flop area: 601 um2

Floorplanning
  • Fp_density: 20.5%
  • DIE AREA: 0.0102 mm2
  • Die width: 101 um
  • Core area: 0.00635 mm2
  • Die Y: 101 um
  • # rows: 29
  • Boundary pin count: 29

CTS
  • CTS tree: built
  • TritonCTS Buffers: 3
  • CTS hold repair buffers: 0
  • Root Driver: clkbuf_8
  • Late-Pin Clk Latency: 260 ps
  • Register clock-pin slew on the reported worst setup and hold paths: 80 ps
  • CTS sink count: 24
  • Max Buffers Root-to-Sink: 2
  • # Post-CTS Setup Buffers: 0
  • Post-CTS sizing: 0
  • CTS H-tree lvls: 1

Pwr
  • Leakage power: 0.743 nW
  • Pwr Density: 434 mW/mm2
  • Cell Int Power: 0.550 mW
  • Seq pwr share: 42.2%
  • Comb pwr share: 36.4%
  • Clock share of power: 21.4%
  • Worst VDD drop: 0.129 mV
  • Sw Pwr: 0.195 mW
  • Switch share: 26.1%

Outcome
  • Status: finished clean

Route
  • Detail Route Antenna Nets: 0
  • Vias: 864
  • Residual DRC: 0
  • DR vias/cell: 3.82
  • Drt wl/cell: 10.7 um
  • DR iter-0 viols: 50
  • Drt first pass iters: 2
  • N_diodes: 0
  • Detailed-route wire length: 2420 um

Flow run
  • Max-Cap Viols: 0
  • Tool Warnings: 27

Worst hold path
  • Worst hold path cell count: 1
  • HP Class: reg -> reg
[state kept, by name, summed over array words and instances (netlist names)]
register                count
saving_mix_data.q           8
saving_noise_key.q          8
saving_original_data.q      8
[per-stage QoR]
| stage | hold WS (ps) | utilization (%) | total power, mW | area (um2) |
|---|---|---|---|---|
| final | 510 | 27.0 | 0.745 | 1720 |
| after global routing | 532 | 27.0 | 0.810 | 1720 |
| after CTS | 519 | 27.0 | 0.767 | 1720 |
| after detailed placement | 499 | 26.1 | 0.600 | 1660 |
| after global placement | 497 | 26.1 | 0.596 | 1660 |
| after floorplan | 456 | - | 0.474 | 1300 |
[path summary, 6_finish.rpt]
kind / slack, ps / start / endpoint
worst max-delay path: 1930 / saving_noise_key.q[0] / saving_original_data.q[5]
worst min-delay path: 510 / saving_original_data.q[1] / saving_original_data.q[1]
worst max register to register: 1930 / saving_noise_key.q[0] / saving_original_data.q[5]
worst min register to register: 510 / saving_original_data.q[1] / saving_original_data.q[1]
max in group asynchronous: 2880 / rst_n / saving_noise_key.q[0]
min in group asynchronous: 890 / rst_n / saving_original_data.q[7]
[cells in the final DEF, fill, tap and decap left out]
cell type,netlist,layout
a21boi_0,1,1
a21oi_1,3,3
and3b_1,1,1
and4_4,1,1
buf_4,0,1
clkbuf_8,0,4
clkdlybuf4s50_1,0,27
dfrtp_1,24,24
ha_1,8,8
inv_1,9,9
mux2_2,12,12
mux2i_1,3,3
nand2_1,17,17
nand2b_1,1,1
nand3_1,2,2
nand4_1,1,1
nor2_1,4,4
o21ai_0,9,9
xnor2_1,14,14
xnor3_1,1,1
xor2_1,6,6
[layout make-up]
cell class | instances | share of cell area (%)
multi-input cells | 84 | 38.0
flip-flops and latches | 24 | 35.0
repair buffers | 28 | 16.2
well taps | 77 | 5.62
clock buffers | 4 | 3.21
inverters | 9 | 1.97
[power by group through the flow]
stage | registers [mW] | clock network, mW | logic, mW
4_1_cts | 0.317 | 0.171 | 0.279
5_1_grt | 0.322 | 0.183 | 0.305
6_report | 0.315 | 0.159 | 0.271
[kinds of logic (layout without fill, tap and decap cells)]
logic type,count (synthesis),after routing,share of synthesized area (%)
multiplexers,15,15,12.7
buffers and inverters,13,41,3.75
adder cells (fa/ha/maj),8,8,7.69
XOR/XNOR,21,21,15.2
AND-OR/OR-AND,13,13,5.19
flip-flops,24,24,46.2
AND/OR/NAND/NOR,27,27,9.33
[worst reg2reg max path: stages (launching register included)]
cell,delay [ps]
dfrtp_1,350
inv_1,60
ha_1,330
xor2_1,160
and4_4,210
xnor2_1,250
mux2i_1,250
xnor2_1,100
mux2_2,260
[per-layer routing]
| metal | track usage (%) | wire, um | vias up |
|---|---|---|---|
| li1 | - | - | 457 |
| met1 | 6.91 | 1190 | 382 |
| met2 | 7.03 | 999 | 20 |
| met3 | 1.46 | 167 | 5 |
| met4 | 1.07 | 60 | 0 |
| met5 | 0 | 0 | - |
Power figures rest on the tool's default switching activity, not on a simulated workload.
